File: config.mk
export PLATFORM = sky130hd
export DESIGN_NAME = alarm_clock
export DESIGN_NICKNAME = alarm_clock
export VERILOG_FILES = /design/flow/design.v
export SDC_FILE = /design/flow/constraint.sdc
export NUM_CORES = 4
export LEC_CHECK = 1
export CORE_UTILIZATION = 40
File: constraint.sdc
current_design alarm_clock

set clk_period 5.8
set clk_io_pct 0.2

create_clock -name clk0 -period $clk_period [get_ports {clk}]

set non_clock_inputs [all_inputs -no_clocks]
set_input_delay [expr $clk_period * $clk_io_pct] -clock clk0 $non_clock_inputs
set_output_delay [expr $clk_period * $clk_io_pct] -clock clk0 [all_outputs]
File: design.v
module alarm_clock(
input clk,  			 
input reset, 			 
input alarm_button,	 
input time_button, 	 
input [3:0]key,		 
input fast_watch,     
output sound_alarm,
output [7:0]display_ms_hr,
output [7:0]display_ls_hr,
output [7:0]display_ms_min,
output [7:0]display_ls_min);  
wire reset_count,one_min,one_sec;
wire load_new_c,load_new_a,show_a,show_new_time,shift;
wire [3:0] key_buffer_ms_hr,key_buffer_ls_hr,key_buffer_ms_min,key_buffer_ls_min;
wire [3:0]alarm_time_ms_hr;
wire [3:0]alarm_time_ls_hr;
wire [3:0]alarm_time_ms_min;
wire [3:0]alarm_time_ls_min;
wire [3:0]current_time_ms_hr;
wire [3:0]current_time_ls_hr;
wire [3:0]current_time_ms_min;
wire [3:0]current_time_ls_min;
time_generator tg(clk,reset,reset_count,fast_watch,one_min,one_sec);
alarm_controller ac(
 clk,
 reset,
 alarm_button,
 time_button,
 key,
 one_sec,
 load_new_c,
 load_new_a,
 show_a,
 show_new_time,
 shift,
 reset_count);
keyreg kr(clk,reset,key,shift,key_buffer_ms_hr,key_buffer_ls_hr,key_buffer_ms_min,key_buffer_ls_min);
alarm_reg ar(clk,
reset,
load_new_a,
key_buffer_ms_hr,		 
key_buffer_ls_hr,		 
key_buffer_ms_min,		 
key_buffer_ls_min,		 
alarm_time_ms_hr,
alarm_time_ls_hr,
alarm_time_ms_min,
alarm_time_ls_min);
counter ct(clk,
 reset,
 one_min,
 load_new_c,
key_buffer_ms_hr,
key_buffer_ls_hr,
key_buffer_ms_min,
key_buffer_ls_min,
current_time_ms_hr,
current_time_ls_hr,
current_time_ms_min,
current_time_ls_min);
display_driver dd(current_time_ms_hr,current_time_ls_hr,current_time_ms_min,current_time_ls_min,
alarm_time_ms_hr,alarm_time_ls_hr,alarm_time_ms_min,alarm_time_ls_min,
key_buffer_ms_hr,key_buffer_ls_hr,key_buffer_ms_min,key_buffer_ls_min,
show_new_time,show_a,
sound_alarm,
display_ms_hr,display_ls_hr,display_ms_min,display_ls_min);
endmodule
module alarm_controller(
input clk,
input reset,
input alarm_b,
input time_b,
input [3:0]key,
input one_sec,
output load_new_c,
output load_new_a,
output show_a,
output show_c,
output shift,
output reset_counter);
parameter SHOWTIME 	= 3'd0;
parameter SHOW_ALARM = 3'd1;
parameter SET_A 		= 3'd2;
parameter SET_CT 		= 3'd3;
parameter KEY_ENTRY 	= 3'd4;
parameter KEY_STORE 	= 3'd5;
parameter KEY_WAIT 	= 3'd6;
parameter no_key 		= 4'd10;
reg[2:0] STATE,NEXT_STATE;
reg[3:0] count1,count2;
wire timeout;
always@(posedge clk)
begin
	if(reset)
		count1 <=  4'd0;
	else if(STATE != KEY_ENTRY)
		count1 <= 4'd0;	
	else if(one_sec)
		count1 <= count1+1'b1;
	else if(count1 == 4'd9)
		count1 <= 4'd0;
end
always@(posedge clk)
begin
	if(reset)
		count2 <=  4'd0;
	else if(STATE != KEY_ENTRY)
		count2 <=4'd0;	
	else if(one_sec)
		count2 <= count2+1'b1;
	else if(count2 == 4'd9)
		count2 <= 4'd0;
end
assign timout = ((count1==9 )||(count2 == 9)) ? 1:0;
always@(STATE or key or alarm_b or time_b or timeout)
begin
	case(STATE)
		SHOWTIME : begin
					  if(alarm_b)
							NEXT_STATE = SHOW_ALARM;
					   else if(key!=no_key)
							NEXT_STATE = KEY_STORE;
						else
							NEXT_STATE = SHOWTIME;
						end
		SHOW_ALARM : begin
						 if(!alarm_b)
							NEXT_STATE = SHOWTIME;
						 else
							NEXT_STATE = SHOW_ALARM;
						 end
		KEY_STORE : NEXT_STATE = KEY_WAIT;
		KEY_WAIT  : begin
						if(timeout)
							NEXT_STATE = SHOWTIME;
						else if(key == no_key)
						   NEXT_STATE = KEY_ENTRY;
					   else
							NEXT_STATE = KEY_WAIT;
						end
		KEY_ENTRY : begin
						if(timeout)
							NEXT_STATE = SHOWTIME;
						else if(alarm_b)
							NEXT_STATE = SET_A;
						else if(time_b)
							NEXT_STATE = SET_CT;
						else if(key != no_key)
							NEXT_STATE = KEY_STORE;
						else
							NEXT_STATE = KEY_ENTRY;
						end
		SET_A     : NEXT_STATE = SHOWTIME;
		SET_CT    : NEXT_STATE = SHOWTIME;
		default   : NEXT_STATE = SHOWTIME;
	endcase
end
always@(posedge clk)
begin
	if(reset)
		STATE <= SHOWTIME;
	else
		STATE <= NEXT_STATE;
end
assign show_a = (STATE == SHOW_ALARM)?1:0;
assign load_new_c = (STATE == SET_CT)?1:0;
assign load_new_a = (STATE == SET_A)?1:0;
assign shift = (STATE == KEY_STORE)?1:0;
assign reset_counter = (STATE == SET_CT)?1:0;
assign show_c = (STATE == KEY_ENTRY || STATE == KEY_STORE || STATE == KEY_WAIT) ? 1:0;
endmodule
module alarm_reg(
input clk,
input reset,
input load_new_a,
input [3:0]new_alarm_ms_hr,
input [3:0]new_alarm_ls_hr,
input [3:0]new_alarm_ms_min,
input [3:0]new_alarm_ls_min,
output reg[3:0]alarm_time_ms_hr,
output reg[3:0]alarm_time_ls_hr,
output reg[3:0]alarm_time_ms_min,
output reg[3:0]alarm_time_ls_min);
always@(posedge clk)
begin
	if(reset)
	begin
		alarm_time_ms_hr <= 4'b0;
		alarm_time_ls_hr <= 4'b0;
		alarm_time_ms_min <= 4'b0;
		alarm_time_ls_min <= 4'b0;
	end
	else if(load_new_a)
	begin
		alarm_time_ms_hr <= new_alarm_ms_hr;
		alarm_time_ls_hr <= new_alarm_ls_hr;
		alarm_time_ms_min <= new_alarm_ms_min;
		alarm_time_ls_min <= new_alarm_ls_min;	
	end
end
endmodule
module counter(
input clk,
input reset,
input one_minute,
input load_new_c,
input [3:0]new_current_time_ms_hr,
input [3:0]new_current_time_ls_hr,
input [3:0]new_current_time_ms_min,
input [3:0]new_current_time_ls_min,
output reg[3:0]current_time_ms_hr,
output reg[3:0]current_time_ls_hr,
output reg[3:0]current_time_ms_min,
output reg[3:0]current_time_ls_min);
always@(posedge clk)
begin
	if(reset)
	begin
		current_time_ms_hr <= 4'b0;
      current_time_ls_hr <= 4'b0;
		current_time_ms_min <= 4'b0;
		current_time_ls_min <= 4'b0;
	end
	else if(load_new_c)
	begin
		current_time_ms_hr <= new_current_time_ms_hr;
      current_time_ls_hr <= new_current_time_ls_hr;
		current_time_ms_min <= new_current_time_ms_min;
		current_time_ls_min <= new_current_time_ls_min;
	end
	else if(one_minute)
	begin
	if({current_time_ms_hr,current_time_ls_hr,current_time_ms_min,current_time_ls_min} == 16'h2359)
	begin
		{current_time_ms_hr,current_time_ls_hr,current_time_ms_min,current_time_ls_min} <= 16'h0;
	end
	else if({current_time_ls_hr,current_time_ms_min,current_time_ls_min} == 12'h959)
	begin
		{current_time_ls_hr,current_time_ms_min,current_time_ls_min} <= 12'b0;
		current_time_ms_hr <= current_time_ms_hr+1;
	end
	else if({current_time_ms_min,current_time_ls_min} == 8'h59)
	begin
		{current_time_ms_min,current_time_ls_min} <= 8'b0;
		current_time_ls_hr <= current_time_ls_hr+1;
	end
	else if(current_time_ls_min == 4'd9)
	begin
		current_time_ms_min <= current_time_ms_min+1;
		current_time_ls_min <= 4'd0;
	end
	else
	begin
		current_time_ls_min <= current_time_ls_min + 1;
	end
	end	
end
endmodule
module display_driver(
input [3:0]current_time_ms_hr,
input [3:0]current_time_ls_hr,
input [3:0]current_time_ms_min,
input [3:0]current_time_ls_min,
input [3:0]alarm_time_ms_hr,
input [3:0]alarm_time_ls_hr,
input [3:0]alarm_time_ms_min,
input [3:0]alarm_time_ls_min,
input [3:0]key_ms_hr,
input [3:0]key_ls_hr,
input [3:0]key_ms_min,
input [3:0]key_ls_min,
input show_new_time,
input show_a,
output sound,
output [7:0]display_ms_hr,
output [7:0]display_ls_hr,
output [7:0]display_ms_min,
output [7:0]display_ls_min);
wire sound_ms_hr,sound_ls_hr,sound_ms_min,sound_ls_min;
assign sound = sound_ms_hr & sound_ls_hr & sound_ms_min &  sound_ls_min;
lcd_driver u1(show_new_time,show_a,alarm_time_ls_min,current_time_ls_min,key_ls_min,display_ls_min,sound_ls_min);
lcd_driver u2(show_new_time,show_a,alarm_time_ms_min,current_time_ms_min,key_ms_min,display_ms_min,sound_ms_min);
lcd_driver u3(show_new_time,show_a,alarm_time_ls_hr,current_time_ls_hr,key_ls_hr,display_ls_hr,sound_ls_hr);
lcd_driver u4(show_new_time,show_a,alarm_time_ms_hr,current_time_ms_hr,key_ls_hr,display_ms_hr,sound_ms_hr);
endmodule
module keyreg
(
input clk,
input reset,
input [3:0]key,
input shift,
output reg [3:0]key_buffer_ms_hr,key_buffer_ls_hr,key_buffer_ms_min,key_buffer_ls_min);
always@(posedge clk)
begin
if(reset)
	begin
		key_buffer_ms_hr   <= 4'b0;
		key_buffer_ls_hr   <= 4'b0;
		key_buffer_ms_min  <= 4'b0;
		key_buffer_ls_min  <= 4'b0;
	end
else if(shift )
	begin
		key_buffer_ls_min  <= key;
		key_buffer_ms_min  <= key_buffer_ls_min;
		key_buffer_ls_hr   <= key_buffer_ms_min;
		key_buffer_ms_hr   <= key_buffer_ls_hr;
	end
end
endmodule
module lcd_driver(
input show_new_time,
input show_a,
input [3:0]alarm_time,
input [3:0]current_time,
input [3:0]key,
output reg[7:0]display,
output reg sound);
reg [3:0]display_val;
parameter ZERO 	 = 8'h30;
parameter ONE 		 = 8'h31;
parameter TWO 		 = 8'h32;
parameter THREE 	 = 8'h33;
parameter FOUR 	 = 8'h34;
parameter FIVE 	 = 8'h35;
parameter SIX 		 = 8'h36;
parameter SEVEN 	 = 8'h37;
parameter EIGHT 	 = 8'h38;
parameter NINE 	 = 8'h39;
parameter ERROR    = 8'h3A;
always@(*)
begin
	if(show_a)
	begin
		display_val = alarm_time;
	end
	else if(show_new_time)
	begin
		display_val = key;
	end
	else
	begin
		display_val = current_time;
	end
	if(current_time == alarm_time)
	begin
		sound = 1'b1;
	end
	else
	begin
		sound = 0;
	end
end
always@(display_val)
begin
	case(display_val)
		4'b0000 : display = ZERO;
		4'b0001 : display = ONE;
		4'b0010 : display = TWO;
		4'b0011 : display = THREE;
		4'b0100 : display = FOUR;
		4'b0101 : display = FIVE;
		4'b0110 : display = SIX;
		4'b0111 : display = SEVEN;
		4'b1000 : display = EIGHT;
		4'b1001 : display = NINE;
	   default : display = ERROR;
	endcase
end
endmodule
module time_generator(
input clk,
input reset,
input reset_count,
input fastwatch,
output reg one_min,
output reg one_sec);
reg [14:0]count = 14'd1;
always@(posedge clk)
begin
if(reset || reset_count)
	begin
		one_min <= 1'b0;
		one_sec <= 1'b0;
		count <= 14'd1;
	end
else if(count%14'd256 == 0 && count!=15360)
	begin
		one_sec <=1'b1;
		count <= count +14'd1;
	end
else if(count == 14'd15360)
	begin
		one_min <=1'b1;
		count <= 14'd1;
	end
else if(fastwatch)
	begin
		one_min <= one_sec;
	end
else
	begin
		count <= count +1;
		one_sec <= 1'b0;
		one_min <= 1'b0;
	end
end
endmodule 
File: run.sh
#!/bin/bash
# OpenROAD 26Q1-2900-gdf79404cd8, Yosys 0.63+post, stock flow scripts
make -C /OpenROAD-flow-scripts/flow DESIGN_CONFIG=/design/flow/config.mk WORK_HOME=/design/flow/orfs finish
==> flow_summary.toml <==
# generated from flow reports
[clock_tree]
numCtsBuffers = 9
cts_buffer_depth = 2
h-tree-depth = 3
clock_latency_ps = 350
clock_sinks = 72
post_cts_resized = 0
cts_hold_buf = 0
cts_tree = "built"
root_buffer = "clkbuf_8"
cts_setup_buffers = 0
clk_pin_slew_ps = 90

[drt]
wl_mm = 8.75
avgViaCountPerCell = 5.19
drtIter0Drc = 180
ant_nets = 0
drt_first_pass_iters = 4
wl_per_cell_um = 14.6
diodes = 0
vias = 3116
drcViolationCount = 0

[finish]
finalNonFillerCells = 600
regMostFlops = "tg.count"
largest_reg_flops = 15
biggestRegsByFlops = "tg.count x15, ac.STATE x7"
drive_gt1_frac = 0.0807
syn2layout_area_growth_pct = 11.6

[final_timing]
hold_slack_ps = 490
worst_pin_slew_ps = 822
period_needed_ps = 4090
setup-violations-final = 0
timing.slew.headroom = 0.450
timing.fmax_ghz = 0.244
slew_violations = 0
final.setup.tns_ps = 0
fin_crit_sh = 0.706
rsz0062_at_grt = "no"
hold_viol_final = 0
fin_skew_ps = 13.6

[setup_path]
critPathArrivalTime_ps = 2930
startpoint_type = "flop"
max_stage_delay_ps = 730
path_cells = "buf_4 -> nor3_4 -> mux2_2 -> mux2i_1 -> nand2_1 -> a21oi_1 -> clkdlybuf4s50_1"
end_kind = "output port"
required_ps = 4640
slowest_stage = "nor3_4"
crit_path_max_fanout = 21
timing_worst_setup_path_type = "flop to output port"

[placement]
gp_congestion = 0.893
dpl.hpwl_mm = 5.92
io_buffers = 25
dp_cells = 584

[logic_synthesis]
ys.flops = 72
netlist_area_um2 = 3930
yosys.area.top_type = "dfxtp_1"
edf_count = 0
ff_type = "dfxtp_1"
synthArstFlopShare = 0
top_cell_area_share = 0.367
yosys_warnings = 8
yosys_cells = 448
synth_cell_types = 58
ys_seq_frac = 0.367
avgSynthCellArea_um2 = 8.77
ys_area_um2 = 3930
yosys-top-cells-area = "dfxtp_1 (37%), mux2i_1 (11%), nor2_1 (6.9%), xnor2_1 (4.9%), a21oi_1 (3.7%)"
synthCells = 448

[floorplanning]
dieWidth_um = 101
core_area_um2 = 9370
fp.dieH_um = 101
die-area_um2 = 10200
io-pin-count = 42
num_rows = 35
fp_util = 0.419

[grt]
grt_max_degree = 59
antenna_found_initial = 0
grt_pass1_vias = 2773
grt_overflow = 0
grt_first_pass_wirelength_mm = 14.6
grt_usage = 0.185

[job]
warnings = 30
cap_violations = 0

[power_and_ir_drop]
p_int_w = 0.000719
power.switching_w = 0.000280
p_per_area_nw_per_um2 = 228
ir_drop_uv = 128
power_frac_clock = 0.365
p_seq_frac = 0.528
switching_share = 0.281
p_comb_frac = 0.106
leakagePower_nw = 1.60

[run_status]
status = "finished, final reports clean"

[min_path]
hp-class = "flop to flop"
==> path summary, 6_finish.rpt <==
path / endpoint / slack, ps / from / depth (start not counted)
worst max-delay path: display_ms_min[0] / 1710 / ac.STATE[5]$_DFF_P_ / 7
worst min register to register: tg.one_sec$_SDFFE_PP0P_ / 490 / tg.one_sec$_SDFFE_PP0P_ / 2
worst max register to register: ct.current_time_ms_hr[2]$_SDFFE_PP0P_ / 3530 / ct.current_time_ls_min[0]$_SDFFE_PP0P_ / 6
worst min-delay path: tg.one_sec$_SDFFE_PP0P_ / 490 / tg.one_sec$_SDFFE_PP0P_ / 2
==> routing by layer <==
layer,GRT usage,vias up,wire length (um)
met5,0,-,0
met4,0.0401,0,134
met3,0.0233,9,457
met2,0.267,71,3780
met1,0.302,1455,4370
li1,-,1581,-
==> per-stage QoR <==
stage	util	total power, W	cell area [um^2]	setup WS, ps
floorplan	-	0.000619	3980	3090
global placement	0.449	0.000643	4210	2160
detailed placement	0.449	0.000646	4210	2120
CTS	0.468	0.00101	4390	1700
global route	0.468	0.00105	4390	1420
finish	0.468	0.000999	4390	1710
==> placed cells by master, fill, tap and decap left out, types with 4 or more instances in the layout <==
master           count
mux2i_1             42
inv_1               15
nor3b_1              4
o21ai_0             14
nor2_1              72
a211oi_1             9
nand2_1             20
nand2b_1             4
buf_4                5
clkdlybuf4s50_1     24
xor2_1               9
nor4_1               5
nand3_1              7
nand4_1              7
nand3b_1             6
a221oi_1             4
clkbuf_8             9
dfxtp_1             72
nor3_1              10
ha_1                10
xnor2_1             22
conb_1              16
mux2_2               4
a21oi_1             29
==> cell families (layout without fill, tap and decap cells) <==
kind of cell,after synthesis,in the layout,share of synthesized area
flip-flops,72,72,0.367
adder cells (fa/ha/maj),10,10,0.0318
buffers and inverters,54,63,0.0717
XOR/XNOR,31,31,0.0691
AND-OR/OR-AND,80,80,0.136
multiplexers,46,46,0.118
AND/OR/NAND/NOR,153,153,0.204
other,2,16,0.00191
==> power by group through the flow <==
| stage | Sequential (W) | Clock, W | Combinational [W] |
|---|---|---|---|
| finish | 0.000528 | 0.000365 | 0.000106 |
| global route | 0.000531 | 0.000397 | 0.000119 |
| CTS | 0.000528 | 0.000373 | 0.000107 |
==> final cells by class <==
class                      instances  area, um^2
fill                             903        4990
timing repair buffer              30         283
clock inverter                     7        53.8
inverter                          17        63.8
multi-input combinational        336        2260
sequential                        72        1440
tap                              129         161
clock buffer                       9         124
==> critical path: cells and delay by family, from the launching register on <==
kind | cells | cell delay (ps)
buffers and inverters | 2 | 700
muxes | 2 | 620
and+or+nand+nor | 2 | 810
AOI/OAI and AO/OA | 1 | 140
DFF | 1 | 310
==> cell usage after synthesis (2+ instances only) <==
cell / count
mux2i_1: 42
and3b_1: 2
dfxtp_1: 72
ha_1: 10
clkbuf_1: 7
nand2b_1: 4
mux2_2: 4
conb_1: 2
or4b_4: 2
xor2_1: 9
nand4b_1: 2
a221oi_1: 4
a21oi_1: 29
nor3b_1: 4
o31a_1: 3
clkinv_1: 2
buf_4: 17
nand3_1: 7
o21ai_0: 14
nor2b_1: 2
nand3b_1: 6
nor2_1: 72
nand4_1: 7
xnor2_1: 22
nor3_1: 10
o221ai_1: 2
nor4_1: 5
buf_1: 6
buf_2: 6
inv_1: 15
a211oi_1: 9
a21boi_0: 2
nand2_1: 20
o211ai_1: 3
o21bai_1: 2
Power and IR drop assume default switching activity.
